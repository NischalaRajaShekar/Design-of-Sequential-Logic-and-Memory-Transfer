### ./run.sh
#!/bin/bash
# OpenROAD 26Q1-2900-gdf79404cd8, Yosys 0.63+post, stock flow scripts
make -C /OpenROAD-flow-scripts/flow DESIGN_CONFIG=/design/flow/config.mk WORK_HOME=/design/flow/orfs finish
### ./config.mk
export PLATFORM = sky130hd
export DESIGN_NAME = memory_A
export DESIGN_NICKNAME = memory_A
export VERILOG_FILES = /design/flow/design.v
export SDC_FILE = /design/flow/constraint.sdc
export NUM_CORES = 4
export LEC_CHECK = 1
export CORE_UTILIZATION = 50
### ./constraint.sdc
current_design memory_A

set clk_period 2.4
set clk_io_pct 0.2

create_clock -name clk0 -period $clk_period [get_ports {clock}]

set non_clock_inputs [all_inputs -no_clocks]
set_input_delay [expr $clk_period * $clk_io_pct] -clock clk0 $non_clock_inputs
set_output_delay [expr $clk_period * $clk_io_pct] -clock clk0 [all_outputs]
### ./design.v
`timescale 1ns / 1ps
module memory_A(DOut1, AddrA, WEA, DataInA, clock);
    output [7:0] DOut1;
    input [2:0] AddrA;
    input WEA;
    input [7:0] DataInA;
    input clock;
    reg [7:0] SRAM [7:0];
    reg [7:0] DOut1;
    wire [2:0] AddrA;
    wire [7:0] DataInA;
    always @ (posedge clock)
    begin
        if (WEA==1)
            SRAM[AddrA] <= DataInA;
        else if (WEA==0)
            DOut1 <= SRAM[AddrA];
    end
endmodule
==> out/results.tsv <==
metric	value	unit
yosys_cells	141	
path_class	in -> reg	
htreeDepth	3	
grt_pass1_vias	1493	
post-route-drc-count	0	
syn_to_final_growth	22.8	%
ant_nets	0	
rsz0062_at_grt	false	
synthTopCellsByArea	edfxtp_1 77%, mux4_1 7.5%, mux2i_1 3.6%	
ys_dominant_reg_cell	edfxtp_1	
synthDistinctLibCells	24	
max_cap_violations	0	
cts_tree	yes	
hold_depth	1	
fmax	507	MHz
worst-path-max-fanout	28	
warnings	25	
setup-violations-final	0	
most_common_cell	edfxtp_1	
slew-limit-headroom	66.9	%
root_buffer	clkbuf_8	
p_per_area	755	nW/um2
p_leak	1.22	nW
track_usage	19.6	%
synthCells	141	
drv_slew	0	
period_used_share	82.2	%
min_period	1970	ps
vias_per_cell	5.43	
gp_congestion	0.787	
timing.rr.start	SRAM[6][4]$_DFFE_PP_	
crit_start	AddrA[0]	
top_area_share	77.2	%
edf_count	72	
drtIter0Drc	76	
skew	7.00	ps
syn_area	2800	um2
cts_hold_buffers	0	
hold_class	reg -> reg	
worstSetupEndpointType	flop	
core	5240	um2
p_sw	0.000483	W
die_w	76.9	um
gr-total-overflow	0	
antenna_found_initial	0	
hold_viol_final	0	
num_antenna_cells	0	
cts_setup_buffers	0	
ys_area	2800	um2
wl_per_cell	18.4	um
worstSetupStartpointType	input pin	
worst_pin_slew	493	ps
cts_buffers	9	
routed_wl	4.81	mm
rows	26	
drive_gt1_share	19.4	%
syn_avg_cell_area	19.9	um2
vias	1416	
ys_seq_elements	72	
die_area	5910	um2
yosysSeqAreaShare	77.2	%
combPwrFrac	6.7	%
dp_hpwl	3.11	mm
yosys_warnings	1	
path_clk_slew	70	ps
synthArstFlopShare	0	%
worst_ir_drop_vdd	441	uV
clock_path_buffers	2	
combGateArea	579	um2
grt_max_degree	29	
postLayoutCoreUtil	65.7	%
r2r_slack	1000	ps
switching_share	18.6	%
grt_pass1_wl	7.54	mm
fillers	348	
setup_tns	0	ps
regArea	2160	um2
reg2reg_depth	2	
drtPass1Iterations	4	
clkLatencyLatePin	340	ps
portBuffers	20	
clock_sinks	72	
top_area_cell	edfxtp_1	
r2r-end	DOut1[4]$_DFFE_PN_	
ys_top_cells_by_count	72 x edfxtp_1, 10 x mux2i_1, 8 x mux4_1, 8 x nor2_1	
status	finished clean	
required	2490	ps
hold_end	DOut1[7]$_DFFE_PN_	
pwr-share-clk	37.6	%
pin_count	21	
cts.repair.resized	0	
power_frac_seq	55.7	%
initCoreUtil	53.5	%
die_height	76.9	um
critical_path_arrival	2060	ps
power.internal	0.00211	W
min_from	SRAM[1][7]$_DFFE_PP_	
-- cell type report --
type,count,area share (%)
Sequential cell,72,62.9
Inverter,3,0.327
Timing Repair Buffer,41,11.5
Clock inverter,4,2.00
Tap cell,70,2.55
Multi-Input combinational cell,59,16.8
Clock buffer,12,3.93
-- per-stage QoR --
step | instance area [um2] | worst slack, ps | hold slack (ps) | cells | total power (W)
after floorplan | 2800 | 402 | 546 | 141 | 0.00155
after global routing | 3440 | 395 | 612 | 261 | 0.00269
after CTS | 3440 | 441 | 610 | 261 | 0.00262
final | 3440 | 427 | 603 | 261 | 0.00260
after global placement | 3240 | 115 | 584 | 245 | 0.00165
after detailed placement | 3240 | 87.8 | 588 | 245 | 0.00165
-- cell families after synthesis --
family,after synthesis,synth area share (%)
compound gates,15,4.02
simple gates,21,3.57
flops,72,77.2
mux,23,13.1
buf+inv,10,2.14
-- per-layer routing --
layer | global-route usage (%) | part of all wire, %
met5 | 0 | 0
met4 | 3.08 | 2.0
met3 | 8.71 | 8.3
met2 | 28.7 | 48
met1 | 32.1 | 41
-- critical path, cell delays in order --
cell             delay, ps
clkdlybuf4s50_1        510
buf_12                 200
mux4_1                 570
mux2_2                 280
-- placed cells by master, fill, tap and decap left out, types with 3 or more instances in the layout --
master	synthesis	routed
o22ai_1	4	4
nor3_1	3	3
nand2_1	4	4
mux4_1	8	8
clkbuf_8	0	9
edfxtp_1	72	72
buf_4	1	18
clkdlybuf4s50_1	0	20
clkbuf_1	1	3
inv_1	3	3
mux2_2	4	4
buf_12	0	3
nor2_1	8	8
nand2b_1	3	3
mux2i_1	10	10
-- state kept, by name, summed over array words and instances (netlist names) --
signal / count
DOut1: 8
SRAM: 64
-- power groups by stage --
stage / clock, W / sequential [W] / combinational [W]
6_report: 0.000975 / 0.00145 / 0.000175
5_1_grt: 0.00105 / 0.00145 / 0.000191
4_1_cts: 0.000999 / 0.00145 / 0.000177
-- worst max path at each step --
stage,to,slack (ps),depth (start not counted)
finish,DOut1[2]$_DFFE_PN_,430,4
global route,SRAM[0][0]$_DFFE_PP_,390,5
CTS,DOut1[4]$_DFFE_PN_,440,4
Power figures rest on the tool's default switching activity, not on a simulated workload.
