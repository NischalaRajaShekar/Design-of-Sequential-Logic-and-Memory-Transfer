File: flow/config.mk
export PLATFORM = sky130hd
export DESIGN_NAME = controller
export DESIGN_NICKNAME = controller
export VERILOG_FILES = /design/flow/design.v
export SDC_FILE = /design/flow/constraint.sdc
export NUM_CORES = 4
export LEC_CHECK = 1
export CORE_AREA = 10 10 70 70
export DIE_AREA = 0 0 80 80
File: flow/constraint.sdc
current_design controller

set clk_period 1.0
set clk_io_pct 0.2

create_clock -name clk0 -period $clk_period [get_ports {clk}]

set non_clock_inputs [all_inputs -no_clocks]
set_input_delay [expr $clk_period * $clk_io_pct] -clock clk0 $non_clock_inputs
set_output_delay [expr $clk_period * $clk_io_pct] -clock clk0 [all_outputs]
File: flow/design.v
`timescale 1ns / 1ps
module controller(WEA,WEB,IncA,IncB,rst,clk);
output WEA;
output WEB;
output IncA;
output IncB;
input rst;
input clk;
reg [4:0]nstate,pstate;
reg IncA;
reg IncB;
reg WEA;
reg WEB;
parameter s0 = 5'b00000,s1 = 5'b00001,s2 = 5'b00010,s3 = 5'b00011,s4 = 5'b00100,s5 = 5'b00101,s6 = 5'b00110,s7 = 5'b00111,s8 = 5'b01000,s9 = 5'b01001,s10 = 5'b01010;
parameter s11 = 5'b01011,s12 = 5'b01100,s13 = 5'b01101,s14 = 5'b01110,s15 = 5'b01111,s16 = 5'b10000,s17 = 5'b10001,s18 = 5'b10010,s19 = 5'b10011,s20 = 5'b10100;
always @ (rst or pstate)
begin
case (pstate)
s0: begin
if(rst == 0)
nstate <= s1;
else
nstate <= s0;
end
s1: begin
if(rst == 0)
begin
WEA <= 1;
IncA <= 1;
nstate <= s2;
end
else
nstate <= s0;
end
s2: begin
if(rst == 0)
begin
WEA <= 1;
IncA <= 1;
nstate <= s3;
end
else
nstate <= s0;
end
s3: begin
if(rst == 0)
begin
WEA <= 1;
IncA <= 1;
nstate <= s4;
end
else
nstate <= s0;
end
s4: begin
if(rst == 0)
begin
WEA <= 1;
IncA <= 1;
nstate <= s5;
end
else
nstate <= s0;
end
s5: begin
if(rst == 0)
begin
WEA <= 1;
IncA <= 1;
nstate <= s6;
end
else
nstate <= s0;
end
s6: begin
if(rst == 0)
begin
WEA <= 1;
IncA <= 1;
nstate <= s7;
end
else
nstate <= s0;
end
s7: begin
if(rst == 0)
begin
WEA <= 1;
IncA <= 1;
nstate <= s8;
end
else
nstate <= s0;
end
s8: begin
if(rst == 0)
begin
WEA <= 1;
IncA <= 1;
nstate <= s9;
end
else
nstate <= s0;
end
s9: begin
if(rst == 0)
begin
WEA <= 0;
IncA <= 1;
nstate <= s10;
end
else
nstate <= s0;
end
s10: begin
if(rst == 0)
begin
IncA <= 1;
nstate <= s11;
end
else
nstate <= s0;
end
s11: begin
if(rst == 0)
begin
IncA <= 1;
WEB <= 0;
IncB <= 0;
nstate <= s12;
end
else
nstate <= s0;
end
s12: begin
if(rst == 0)
begin
IncA <= 1;
WEB <= 1;
IncB <= 0;
nstate <= s13;
end
else
nstate <= s0;
end
s13: begin
if(rst == 0)
begin
IncA <= 1;
WEB <= 0;
IncB <= 1;
nstate <= s14;
end
else
nstate <= s0;
end
s14: begin
if(rst == 0)
begin
IncA <= 1;
WEB <= 1;
IncB <= 0;
nstate <= s15;
end
else
nstate <= s0;
end
s15: begin
if(rst == 0)
begin
IncA <= 1;
WEB <= 0;
IncB <= 1;
nstate <= s16;
end
else
nstate <= s0;
end
s16: begin
if(rst == 0)
begin
IncA <= 1;
WEB <= 1;
IncB <= 0;
nstate <= s17;
end
else
nstate <= s0;
end
s17: begin
if(rst == 0)
begin
IncA <= 1;
WEB <= 0;
IncB <= 1;
nstate <= s18;
end
else
nstate <= s0;
end
s18: begin
if(rst == 0)
begin
WEA <= 0;
IncA <= 1;
IncB <= 0;
WEB <= 1;
nstate <= s0;
end
else
nstate <= s0;
end
endcase
end
always @(posedge clk)
begin
if(rst == 1)
pstate <= s0;
else
pstate <= nstate;
end
initial
begin
pstate <= 5'b00000;
WEB <= 0;
WEA <= 0;
IncA <= 0;
IncB <= 0;
end
endmodule
File: flow/run.sh
#!/bin/bash
# OpenROAD 26Q1-2900-gdf79404cd8, Yosys 0.63+post, stock flow scripts
make -C /OpenROAD-flow-scripts/flow DESIGN_CONFIG=/design/flow/config.mk WORK_HOME=/design/flow/orfs finish
==> COMMIT_EDITMSG <==
Update PnR metrics after Yosys + OpenROAD run

- Status: complete, no violations
* Setup repair after global routing missed its margin: no
- The flow measured a signed area growth from synthesis to layout of 16.24%.
- Post-Syn Instances: 65
* Total congestion overflow: 0
- Hold Path Origin: rst
- Looking at the cell usage after synthesis, the top flip-flop cell is sky130_fd_sc_hd__dlxtn_1.
- Per the post-synthesis stats, the area per cell is about 9 sq um.
- Entering global routing, the biggest net connects 15 pins.
* Number of input and output port buffers inserted: 5
* Critical-path cell list: clkdlybuf4s50_1 > nor2b_1
* Post-layout period usage: 74.75%
- Per the timing report, the achievable frequency comes out to 1338 MHz.
- On the critical path, the stage with the largest delay is an instance of sky130_fd_sc_hd__clkdlybuf4s50_1.
- At the end of the flow the core is filled with cells to around a fifth.
- Dividing the detail-routed via count by the number of cells gives 3.750.
* Logic area: approximately 300 sq um
* FF/Latch Area: about 240 sq um
* Count of endpoints without a timing constraint: 12
- Routability congestion estimate: 0.6836
- In this run the full chip footprint comes out at 0.006400 sq mm.
- Per the detail_route report, routed wire per instance is 8.638 microns.
- The synthesized netlist contains 32 unique library cells.
* Chip Width: roughly 80 microns
* Root buffer cell: sky130_fd_sc_hd__clkbuf_4
- Excluding fillers, the count of instances in the completed layout stands at 116.
- Warnings raised by the tools during the run amount to 25.
- In this run the remaining antenna-violating nets after routing total 0.
* Hold Crit Class: in -> reg
- Counting endpoints that fail hold in the final report gives 0.
* Area of the mapped netlist: 585.6 sq um
* Tally of max-capacitance violations: 0
- The critical path endpoint has a required time of 1.12 ns.
- From bottom edge to top edge, the die measures 80 microns.
* Chip area line of the yosys report: slightly below 600 sq um
- Buffers & Inverters on Critical Path: 1
- sky130_fd_sc_hd__dlxtn_1 takes more of the synthesized area than any other cell.
- Per the CTS log, the maximum H-tree level is 1.
- Routed vias: 435
* Core utilization at floorplan: roughly 17%
* CTS tree: built
- Pins Over Slew Limit: 0
- Share of async-settable or async-resettable flops after synthesis: 0%
- Fillers: 379
- Number of synthesized flops with an enable pin: 0
- Post-layout power: 0.4695 mW
- First-pass GRT wire length: 1.731 mm
- Placement Rows: 21
- Cell count listed in synth_stat.txt: roughly 65
- The first detailed-routing pass took 4 iterations.
- Total routing usage reported by global routing: roughly 3.2%
- CTS reports a maximum clock tree buffer depth of 2.
- Post-detailed-routing wire length: 1.002 mm
- CTS Buf Count: 3
- For reference, the clock transition at the flip-flops on the worst setup and hold paths is 0.04 ns.
* Remaining routing DRC violations: 0
* Vias in the first global route: 394
- Once layout is done, the placed cells without fillers occupy approximately 680 sq um.
- CP endpoint kind: flop
* Top-level I/O count: 6
* # hold bufs at CTS: 0
- The leakage component of the power was reported as 0.2499 nW.
* Worst Path Arrival: 0.87 ns
* Post-CTS Repair Setup Buffers: 0
* Total placed cells including tap cells: 112
- Of the cells placed in the final design, the portion with a size suffix greater than 1 is approximately 14%.
* Area share of the leading cell type in the synthesized netlist: 23.08%
- Detailed placement ended at an HPWL of between 700 and 800 microns.
* Crit-path max FO: 7
* Count of unclocked register or latch pins: 9
- Leading post-synthesis cells by cell area: sky130_fd_sc_hd__dlxtn_1, sky130_fd_sc_hd__dfxtp_1, sky130_fd_sc_hd__nor2b_1
- Startpoint type of the worst setup path: input port
* Core footprint: ~0.0034 sq mm
- Delay of the slowest critical-path stage: 0.59 ns
- Instance area after placement: 654.4 sq um
- Tally of yosys warning messages: 1
- DRC violation total after the first TritonRoute iteration: 31
- Final Critical Period: 0.7475 ns
- The report gives the cell count of the worst hold path as 2.
- The critical path is of the in -> reg type.
* Power density relative to cell area: 689.7 mW/mm^2
* Top delay family on crit path: buffers and inverters
* CTS-repair resized insts: 0
- Final setup violation count: 0
- Peak VDD IR: 0.2120 mV
* Post-synthesis sequential element count: 14
- In the routed netlist, the antenna diode instances number 0.
- STA shows the worst min-delay path finishing at pstate[2].
- The initial antenna violation count was 0.
how the worst max path moves through the flow:
stage	cells after the start	slack [ns]	start	end
after CTS	2	0.25	rst	pstate[4]
after global routing	2	0.21	rst	pstate[1]
final	2	0.25	rst	pstate[4]
sequential cells by signal (all words and copies together) (netlist names):
signal	flops
WEA	1
IncB	1
pstate	5
nstate	5
WEB	1
IncA	1
kinds of logic after synthesis:
group	Yosys count	synth area share, %
other	1	0.6404
AOI/OAI and AO/OA	14	15.60
xor gates and xnor gates	2	2.992
DFF	5	17.09
muxes	1	1.709
latches	9	23.08
buffers and inverters	6	9.186
and+or+nand+nor	27	29.71
layout by cell type (no fill, tap or decap):
cell | synthesis | final
sky130_fd_sc_hd__nand2b_1 | 1 | 1
sky130_fd_sc_hd__o21ai_0 | 2 | 2
sky130_fd_sc_hd__nor3_1 | 2 | 2
sky130_fd_sc_hd__o21bai_2 | 1 | 1
sky130_fd_sc_hd__conb_1 | 1 | 1
sky130_fd_sc_hd__and4b_1 | 1 | 1
sky130_fd_sc_hd__a21oi_1 | 4 | 4
sky130_fd_sc_hd__nand4_1 | 1 | 1
sky130_fd_sc_hd__clkbuf_4 | 0 | 3
sky130_fd_sc_hd__nand2_1 | 5 | 5
sky130_fd_sc_hd__nor2_1 | 2 | 2
sky130_fd_sc_hd__a21boi_0 | 1 | 1
sky130_fd_sc_hd__dfxtp_1 | 5 | 5
sky130_fd_sc_hd__a211oi_1 | 1 | 1
sky130_fd_sc_hd__o31a_1 | 1 | 1
sky130_fd_sc_hd__and3b_1 | 2 | 2
sky130_fd_sc_hd__mux2i_1 | 1 | 1
sky130_fd_sc_hd__nor2_2 | 1 | 1
sky130_fd_sc_hd__nor3_2 | 1 | 1
sky130_fd_sc_hd__clkdlybuf4s50_1 | 0 | 5
sky130_fd_sc_hd__nand3b_1 | 1 | 1
sky130_fd_sc_hd__clkbuf_1 | 0 | 1
sky130_fd_sc_hd__nor2b_1 | 6 | 6
sky130_fd_sc_hd__nor4_2 | 1 | 1
sky130_fd_sc_hd__o21ai_1 | 2 | 2
sky130_fd_sc_hd__or2_1 | 1 | 1
sky130_fd_sc_hd__xor2_1 | 2 | 2
sky130_fd_sc_hd__buf_4 | 2 | 2
sky130_fd_sc_hd__dlxtn_1 | 9 | 9
sky130_fd_sc_hd__and2b_1 | 1 | 1
sky130_fd_sc_hd__a211o_1 | 1 | 1
sky130_fd_sc_hd__a21boi_1 | 1 | 1
sky130_fd_sc_hd__nand3_2 | 1 | 1
synth_stat cells, types with 2 or more instances:
| library cell | number |
|---|---|
| sky130_fd_sc_hd__buf_6 | 3 |
| sky130_fd_sc_hd__o21ai_0 | 2 |
| sky130_fd_sc_hd__nor2_1 | 2 |
| sky130_fd_sc_hd__buf_4 | 2 |
| sky130_fd_sc_hd__a21oi_1 | 4 |
| sky130_fd_sc_hd__nor2b_1 | 6 |
| sky130_fd_sc_hd__and3b_1 | 2 |
| sky130_fd_sc_hd__dfxtp_1 | 5 |
| sky130_fd_sc_hd__dlxtn_1 | 9 |
| sky130_fd_sc_hd__nand2_1 | 5 |
| sky130_fd_sc_hd__o21ai_1 | 2 |
| sky130_fd_sc_hd__xor2_1 | 2 |
| sky130_fd_sc_hd__nor3_1 | 2 |
through the flow:
| step | hold WS (ns) | TNS, ns | worst slack (ns) |
|---|---|---|---|
| 4_1_cts | 0.6508 | 0 | 0.2539 |
| 3_5_place_dp | 0.8993 | -0.001727 | -0.001727 |
| 3_3_place_gp | 0.8740 | 0 | 0.03811 |
| 2_1_floorplan | 0.2716 | 0 | 0.4723 |
| 5_1_grt | 0.6855 | 0 | 0.2108 |
| 6_report | 0.6544 | 0 | 0.2525 |
routing by layer:
metal	share of wire (%)	vias up	global-route usage, %
li1	-	230	-
met1	48	198	4.079
met2	44	5	4.815
met3	5.7	2	0.9091
met4	2.4	0	1.408
met5	0	-	0
where the power goes:
group          switching (mW)  internal [mW]
combinational          0.0133         0.0172
clock                  0.0782          0.151
sequential            0.00453          0.206
final cells by class:
type | count | share of cell area [%]
clock buffer | 4 | 3.860
timing repair buffer | 7 | 9.559
tap | 46 | 8.456
sequential | 14 | 34.56
multi-input combinational | 45 | 43.57
Power and IR drop assume default switching activity.
