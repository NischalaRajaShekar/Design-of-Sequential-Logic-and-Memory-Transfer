`flow/config.mk`:
```
export PLATFORM = sky130hd
export DESIGN_NAME = ALU
export DESIGN_NICKNAME = ALU
export VERILOG_FILES = /design/flow/design.v
export SDC_FILE = /design/flow/constraint.sdc
export NUM_CORES = 4
export LEC_CHECK = 1
export CORE_AREA = 10 10 108 108
export DIE_AREA = 0 0 118 118
```
`flow/constraint.sdc`:
```
current_design ALU

set clk_period 7.4
set clk_io_pct 0.2

create_clock -name clk0 -period $clk_period [get_ports {clock}]

set non_clock_inputs [all_inputs -no_clocks]
set_input_delay [expr $clk_period * $clk_io_pct] -clock clk0 $non_clock_inputs
set_output_delay [expr $clk_period * $clk_io_pct] -clock clk0 [all_outputs]
```
`flow/design.v`:
```
`timescale 1ns / 1ps
module ALU (Result, Q, AddOut, SubOut, sign, D, clock);
    output [7:0] Result;
    output [7:0] Q;
    output [7:0] AddOut;
    output [7:0] SubOut;
    output sign;
    input [7:0] D;
    input clock;
    wire [7:0] D;
    wire clock;
    reg [7:0] Q;
    reg sign;
    reg [7:0] addOut;
    reg [7:0] subOut;
    reg [7:0] Result;
    always @ (posedge clock)
    begin
    Q <= D;
    if(Q >= D)
    sign <= 0;
    else
    sign <= 1;
    addOut <= D+Q;
    subOut <= Q-D;
    end
    always @ (addOut or subOut or sign)
    begin
    case(sign)
    1:Result <= addOut;
    0:Result <= subOut;
    endcase
    end
endmodule
```
`flow/run.sh`:
```
#!/bin/bash
# OpenROAD 26Q1-2900-gdf79404cd8, Yosys 0.63+post, stock flow scripts
make -C /OpenROAD-flow-scripts/flow DESIGN_CONFIG=/design/flow/config.mk WORK_HOME=/design/flow/orfs finish
```
==> summary.txt <==
impl run done, here's what came out: number of maximum-capacitance violations 0, layer with the highest usage met2, horizontal die size 118 um, number of gates given a new drive strength after cts 0, warnings from Yosys 17, data arrival time of the worst path 3.44 ns, fmax 308 MHz, warning total across the stage logs 32, Slew Viols, Final 0, GPL Wtd Cong 0.818, proportion of synthesized chip area in sequential cells 35.0%, startpoint of the tightest hold check path Q[7], iteration tally of the first detailed-router pass 4, Netlist cell types 35, mean area per synthesized cell 9.66 um^2, Mapped Cells 142, routed length per placed instance 9.93 um, Post-DP Area 1680 um^2, clock tree from TritonCTS built, final antenna diode count 0, floorplan-stage core utilization 14.8%, mapped cell area 1370 um^2, ys async rst share 0%, root buffer cell clkbuf_8, CTS Buf Count 3, met3 Track Usage GR 1.46%, cell total in the yosys stat output ~140, y dimension of the die 118 um, peak supply drop about 54 uV, remaining global-route overflow 0, most repeated cell in the gate-level netlist after synthesis dfxtp_1, total core area around 9300 um^2, ranking of synthesized cells by area dfxtp_1 (35%), ha_1 (14%), buf_4 (9.3%), mux2_2 (5.7%), xnor2_1 (4.5%), launch instance of the worst register-to-register path Q[0], M1 GR Usage between 4 and 5%, static leakage between 0.7 and 0.8 nW, Cell Pwr Density ~190 nW/um^2, Boundary Pins 42, Worst R2R Setup Slack 5.54 ns, skew final 0.00213 ns, remaining antenna violation count 0, final setup violating endpoints 0, Std-Cell Rows 35, clk sink count 24, synthesized chip area reported by yosys 1370 um^2, I/O Buffers 25, total number of vias between 900 and 1,000, total routing resource utilization after global routing between 3 and 4%, post-CTS repair timing setup buffer count 0, final worst-path cycle share 43.8%, detailed placement HPWL 2410 um, Worst-Skew Late Latency 0.26 ns, fraction of layout cells with a size suffix above 1 under 10%, share of the synthesized area in the top cell type 35.0%, Worst setup EP type flip-flop, Chip Footprint between 10,000 and 15,000 um^2, crit path max fanout 3, library cell occupying the most area in the post-synthesis netlist dfxtp_1, primary flip-flop cell chosen by synthesis mapping dfxtp_1, detailed-route wire length around 2900 um, maximum count of clock buffers along a single path 2, Post-synth EDFFs 0, residual DRC count 0, antenna violations before repair 0, critical register-to-register path endpoint subOut[6], cell depth of the worst min-delay path 2, critical path class in2reg, pin count of the biggest net entering global routing 13, drt first-iter violations ~53, depth of the worst register-to-register path 8, Final Instance Area 1720 um^2, Worst Setup Start Kind input port, final number of hold-violating endpoints 0, number of vias per cell 3.16, setup repair after global routing missed its margin false, layout overhead on the synthesized area 25.5%, required time worst endpoint about 7.6 ns, hold-critical path endpoint sign, H-Tree Depth 1, summed negative setup slack over all endpoints 0 ns, via count of the first global-routing pass around 930, post-synthesis sequential element count 24, clock slew at reported path FFs 0.08 ns, met2 track demand over resource in global routing 6.71%, Filler cells ~1,000, type of the worst min-delay path reg2reg, leading cell types by count after synthesis dfxtp_1 (24), buf_4 (17), ha_1 (15), inv_1 (15), a21oi_1 (8), first-pass GRT wire length 4550 um, Post-CTS Hold Buffers 0, status finished, final reports clean, minimum period implied by the final worst setup slack 3.24 ns
through the flow:
step	hold slack [ns]	std cells	total power, W	setup WS [ns]	utilization, %
final	0.566	291	0.000321	4.16	18.5
after global routing	0.603	291	0.000343	3.99	18.5
after CTS	0.573	291	0.000327	4.16	18.5
after detailed placement	0.554	288	0.000252	3.89	18.1
after global placement	0.557	288	0.000252	3.91	18.1
after floorplan	0.500	157	0.000213	4.50	-
placed cells by master (no fill, tap or decap), drive strengths merged, types with 2 or more instances in the layout:
cell type	n
a211oi	3
a21oi	9
clkbuf	3
clkdlybuf4s50	25
conb	16
dfxtp	24
fa	2
ha	15
inv	15
mux2	7
nand2b	2
nand3	2
nand4	2
nor2	6
nor2b	2
o21ai	4
o21bai	3
xnor2	7
xor2	3
area by class of cell:
class	count	area, um^2	area share [%]
multi-input cells	95	731	42.5
well taps	129	161	9.38
clock buffers	3	41.3	2.40
repair buffers	25	250	14.5
inverters	15	56.3	3.27
flip-flops and latches	24	480	27.9
report_power, final:
group          leakage, nW  total (W)  internal (W)  switching [W]
sequential           0.203   0.000156      0.000148     0.00000720
combinational        0.501  0.0000910     0.0000555      0.0000355
clock               0.0216  0.0000743     0.0000363      0.0000380
logic make-up after synthesis:
group | synth area share [%]
AND-OR/OR-AND | 11.4
AND/OR/NAND/NOR | 8.03
buffers and inverters | 15.8
other | 0.273
XOR/XNOR | 6.39
adder cells (fa/ha/maj) | 16.6
multiplexers | 6.48
flip-flops | 35.0
critical path, stage by stage:
cell and delay (ns):
clkdlybuf4s50_1 0.51, ha_1 0.18, inv_1 0.05, fa_1 0.39, a21o_1 0.19, a311o_1 0.36
a21oi_2 0.15, xnor2_1 0.12
metal layers:
metal	share of wire [%]	routed length, um
met5	0	0
met4	1.6	46
met3	7.5	217
met2	48	1380
met1	43	1250
worst max path at each step:
stage / from / cells after the start / end / slack, ns
final: D[0] / 8 / subOut[6] / 4.16
after global routing: D[2] / 7 / addOut[7] / 3.99
after CTS: D[0] / 8 / subOut[6] / 4.16
sequential cells by signal, indices dropped and copies added (netlist names):
name and flops:
subOut 7, sign 1, Q 8, addOut 8
Power figures rest on the tool's default switching activity, not on a simulated workload.
